## flow/config.mk

```make
export PLATFORM = sky130hd
export DESIGN_NAME = d_ff
export DESIGN_NICKNAME = d_ff
export VERILOG_FILES = /design/flow/design.v
export SDC_FILE = /design/flow/constraint.sdc
export NUM_CORES = 4
export LEC_CHECK = 1
export CORE_AREA = 10 10 70 70
export DIE_AREA = 0 0 80 80
```

## flow/constraint.sdc

```tcl
current_design d_ff

set clk_period 1.0
set clk_io_pct 0.2

create_clock -name clk0 -period $clk_period [get_ports {clk}]

set non_clock_inputs [all_inputs -no_clocks]
set_input_delay [expr $clk_period * $clk_io_pct] -clock clk0 $non_clock_inputs
set_output_delay [expr $clk_period * $clk_io_pct] -clock clk0 [all_outputs]
```

## flow/design.v

```verilog
`timescale 1ns / 1ps
module d_ff(
	input clk,
	input wire a,
	output reg[3:0] q
);
	reg x;
	always @(negedge clk) x <= a;
	always @(negedge x) q[0] <= !q[0];
	always @(negedge q[0])q[1] <= !q[1];
	always @(negedge q[1])q[2] <= !q[2];
	always @(negedge q[2])q[3] <= !q[3];
endmodule
```

## flow/run.sh

```bash
#!/bin/bash
# OpenROAD 26Q1-2900-gdf79404cd8, Yosys 0.63+post, stock flow scripts
make -C /OpenROAD-flow-scripts/flow DESIGN_CONFIG=/design/flow/config.mk WORK_HOME=/design/flow/orfs finish
```

==> run notes <==
run results: status finished clean, required time worst endpoint 0.42 ns, Buf/Inv on CP 1, Top cell excl fill/tap inv_1, Rows 21, Init Core Util 0.0359, vias per cell between 1 and 1.5, Setup crit end x$_DFF_N_, HPWL after DPL 220 um, slew margin rel. 0.945, largest net degree at the start of global routing 3, pwr/cell area 275 nW/um2, worst-path fanout max 1, Top Layout Cells inv_1 (6), dfxtp_1 (5), clkdlybuf4s50_1 (4), slowest CP cell buf_2, GR Overflow Total 0, Yosys chip area 123 um2, Hold Path Class in -> reg, Worst path depth 1, Pleak approximately 0.095 nW, total track usage 0.00603, number of remaining DRC errors 0, initial antenna violation count 0, clock-pin slew on the worst setup and hold paths 0.03 ns, mi-comb count 0, first-pass GRT wire length roughly 300 um, die area 6400 um2, MI comb area 0 um2, CP Launch Type primary input, Total Neg Setup Slack 0 ns, Log Warnings 29, CORE AREA around 3400 um2, via count of the routed design between 70 and 80, DRT antenna net count 0, Fin. Hold Viols 0, Pre-antenna DRT Iters 1, vias in the first global route 69, kind of critical path in -> reg, routed len/inst 3.69 um, cell chain of the critical path buf_2, cell area after synthesis ~120 um2, register area share after synthesis 0.816, unrepaired setup endpoints after global routing no, CTS Hold Buffers Added 0, CP Launch Point a, YS warnings 1, layout cell share with drive strength beyond 1 0.0625, Max-Cap Viols 0, dpl cell area 230 um2, arrival time worst endpoint 0.30 ns, placer congestion estimate 0.721, final instance area 225 um2, mean cell area of the mapped netlist 11.1 um2, ANT cells 0, Worst-Margin Slew 0.0828 ns, Layout area overhead 83.7%, top-level I/O count 6, Setup Viol. Count Final 0, DIE HEIGHT 80 um, critical path's largest stage delay about 0.10 ns, endpoints left unconstrained 8, Crit path max-delay family buffers and inverters, register pins left without a clock 4, WL final 229 um, Flops after synth 5, gate count after technology mapping 11, peak supply drop 64.1 uV, distinct lib cells 2, Buffers on Ports 5, Yosys Instances 11, fin. max-slew vios 0, Worst setup EP type flip-flop, First DRT Iteration DRCs 0, Die X 80 um
[cells by family (layout without fill, tap and decap cells)]
kind of cell	Yosys count	in the layout	share of synthesized area
buffers and inverters	6	11	0.184
flip-flops	5	5	0.816
[report_power, final]
part | total [mW] | switching, mW | internal, mW
Combinational | 0.00284 | 0.00120 | 0.00164
Sequential | 0.0449 | 0.000412 | 0.0445
Clock | 0.0142 | 0.00774 | 0.00648
Total | 0.0619 | 0.00935 | 0.0526
[synthesized netlist by cell type]
cell type  n  share of area
inv_1      6           0.18
dfxtp_1    5           0.82
[flip-flops by register name, indices dropped and copies added (netlist names)]
signal / count
q: 4
x: 1
[what timing repair did]
action	in CTS	in global routing
setup endpoints to repair	1	0
setup buffers	0	0
endpoints found under the hold margin	0	0
gates resized	4	0
[layer usage]
| layer | track usage | wire length, um | part of all wire |
|---|---|---|---|
| met1 | 0.00600 | 90 | 0.39 |
| met4 | 0.00880 | 34 | 0.15 |
| met2 | 0.00722 | 57 | 0.25 |
| met3 | 0.00341 | 48 | 0.21 |
| met5 | 0 | 0 | 0 |
[worst min-delay path by stage]
| stage | start | endpoint | slack (ns) | cells past startpoint |
|---|---|---|---|---|
| CTS | a | x$_DFF_N_ | 0.82 | 1 |
| global route | a | x$_DFF_N_ | 0.79 | 1 |
| finish | a | x$_DFF_N_ | 0.78 | 1 |
[through the flow]
step | hold WS, ns | cells | power (mW) | utilization | setup slack [ns]
finish | 0.785 | 62 | 0.0619 | 0.0659 | 0.120
global route | 0.791 | 62 | 0.0657 | 0.0659 | 0.117
CTS | 0.824 | 62 | 0.0610 | 0.0659 | 0.0796
detailed placement | 1.19 | 62 | 0.0630 | 0.0674 | -0.252
global placement | 1.19 | 62 | 0.0628 | 0.0674 | -0.243
floorplan | 0.728 | 11 | 0.0584 | - | 0.199
[cell type report]
class	count	area (um2)
clock inverters	1	3.75
fillers	406	3190
well taps	46	57.6
inverters	5	18.8
repair buffers	5	45.0
flip-flops and latches	5	100
No activity file was given, so power comes from the tool's default toggle rates.
