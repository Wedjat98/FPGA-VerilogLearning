`run.sh`:
```
#!/bin/bash
# OpenROAD 26Q1-2900-gdf79404cd8, Yosys 0.63+post, stock flow scripts
make -C /OpenROAD-flow-scripts/flow DESIGN_CONFIG=/design/flow/config.mk WORK_HOME=/design/flow/orfs finish
```
`config.mk`:
```
export PLATFORM = sky130hd
export DESIGN_NAME = test
export DESIGN_NICKNAME = test
export VERILOG_FILES = /design/flow/design.v
export SDC_FILE = /design/flow/constraint.sdc
export NUM_CORES = 4
export LEC_CHECK = 1
export CORE_AREA = 10 10 97 97
export DIE_AREA = 0 0 107 107
```
`constraint.sdc`:
```
current_design test

set clk_period 3.6
set clk_io_pct 0.2

create_clock -name clk0 -period $clk_period [get_ports {clk0}]

set non_clock_inputs [all_inputs -no_clocks]
set_input_delay [expr $clk_period * $clk_io_pct] -clock clk0 $non_clock_inputs
set_output_delay [expr $clk_period * $clk_io_pct] -clock clk0 [all_outputs]
```
`design.v`:
```
`timescale 1ns / 1ps
module test(
	input wire clk0,
	output wire led	
);
	reg[26:0] c=0;
	assign led=c[26];
	always @( posedge clk0 )begin
			if( c==27'd99999999 )
				c <= 0;
			else
				c <= c + 1'b1;
	end
endmodule
```
==> deck_impl_summary.md <==
Physical Implementation Snapshot

Global route
  – Vias in the first global route: 951
  – First-pass GRT wire length: 4400 um
  – Global route overflow: 0
  – Initial antenna violation count: 0
  – Pin count of the biggest net entering global routing: 16
  – GRT Total Usage: 0.0446

Clock tree
  – Clk ins delay skew pair: 0.27 ns
  – Post-CTS setup buffers: 0
  – Clock sinks: 27
  – Worst-path clk slew: 0.09 ns
  – Root Buffer Master: clkbuf_8
  – CTS H-Tree Depth: 1
  – CTS Buf Count: 3
  – Max clock buf depth: 2
  – CTS tree: built
  – Post_cts resized: 0
  – Hold-fix buffers, CTS: 0

Yosys
  – Main area contributors: dfxtp_1 (42%), xnor2_1 (6.9%), nand3_1 (4.3%)
  – Yosys top cell by area: dfxtp_1
  – Synth unique cells: 38
  – Post-Synth AOI/OAI Area: 0.0842
  – Yosys reg bits: 27
  – Largest family of logic cells by area: simple AND/OR/NAND/NOR gates
  – Adder-cell area share of the yosys netlist: 0.00979
  – Area leader share: 0.423
  – Cell count listed in synth_stat.txt: 139
  – Yosys warning count: 1
  – Syn_area_per_cell: 9.19 um2
  – Synth Cell Area: 1280 um2
  – XOR-XNOR Cells, Area Fraction: 0.110
  – Yosys synthesis chip area: 1280 um2
  – Cells after Synth: 139
  – Simple Share, Synth: 0.350
  – Mux cell area share: 0.00784
  – Post-synth seq share: 0.423

Floorplan
  – Fp util: 0.175
  – Num rows: 31
  – Chip Height: 107 um
  – Die width: 107 um
  – Die ar.: 11400 um2
  – Num ports: 2
  – Core box area: 7290 um2

Critical path
  – Crit path cell chain: ha_1 > and4_1 > nand2b_1 > or4b_1 > o21ai_0
  – Crit path from: c[0]$_SDFF_PN0_
  – Critical path type: register to register
  – Slowest CP cell: or4b_1
  – Crit Path Max Fanout: 11
  – WP data arrival: 2.08 ns
  – CP endpoint kind: register
  – Critical R2R Launch: c[0]$_SDFF_PN0_
  – Delay of the slowest critical-path stage: 0.59 ns
  – Worst EP required: 3.80 ns
  – Crit path launch type: register

Route
  – DR pass1 iterations: 4
  – Vias per cell: 4.08
  – Diode count: 0
  – DRC errors left: 0
  – Final WL: 2410 um
  – Vias: 987
  – Iter 0 DRT Violations: 46
  – ANT nets after route: 0
  – Routed wire per std cell: 9.94 um

Final timing
  – Worst-margin pin slew: 0.598 ns
  – Max Slew Vio Count: 0
  – # setup viols final: 0
  – Slack of the critical path: 1.73 ns
  – Crit path time final: 1.87 ns
  – Fin crit share: 0.520
  – Worst Clk Skew: 0.00312 ns
  – Final hold vios: 0
  – RSZ-0062 raised after global routing: no
  – Peak Freq: 534 MHz
  – TNS Setup: 0 ns
  – Relative slew slack: 0.600

Pwr
  – Cell Pwr Density: 323 nW/um2
  – Worst vdd ir: 0.172 mV
  – Lkg Pwr: 0.466 nW

Finish
  – P&R area growth vs syn: 14.0%
  – Max reg flops: 27
  – Cell Count, Final, Fillers Out: 242
  – Top cell excl fill/tap: dfxtp_1
  – Reg with most FFs: c
  – Biggest regs: c: 27 flops
  – Most frequent cells in the layout: dfxtp_1 (27), nor2_1 (14), nand2_1 (11), nand3_1 (11), xnor2_1 (10)
  – Layout cells sized above 1: 0.0909
  – Fin area: 1460 um2

Worst hold path
  – Hold Crit Start: c[0]$_SDFF_PN0_
  – Worst Hold Class: register to register

Placement
  – Placed insts: 238
  – Final HPWL DP: 1730 um
  – Area of placed instances: 1410 um2
  – Number of I/O port buffers: 1
  – Placer Congestion: 0.814
  – Pre-CTS WS: 1.77 ns

Run status
  – Outcome: completed

Flow run
  – MaxCap Viol Count: 0
  – Tool warnings: 25
-- cells in the mapped netlist --
library cell	instances
nand3_1	11
nor2_4	1
ha_1	1
mux2i_1	1
nor4b_4	1
o21ai_0	3
or4b_4	1
nor3_1	5
o211ai_1	1
inv_1	3
a21o_1	1
xor2_1	6
o41ai_1	1
or3_1	1
nor2_1	14
or2_2	1
or4b_1	2
or2_1	1
nand2_1	11
nand2_2	1
and3_1	3
nor4_1	3
and2_1	1
nor2b_1	1
nand4_1	8
o21ai_1	1
dfxtp_1	27
buf_2	1
and4_1	1
nand4_4	2
nand2b_1	1
a21oi_1	7
a41oi_1	1
a31oi_1	2
clkbuf_1	1
nor4_4	1
a211oi_1	1
xnor2_1	10
-- where the power goes --
| group | internal [mW] | switching, mW |
|---|---|---|
| sequential | 0.298 | 0 |
| combinational | 0 | 0 |
| clock | 0.0775 | 0.0944 |
| total | 0.376 | 0.0944 |
-- logic make-up after synthesis --
kind of cell | Yosys count
buffers and inverters | 5
and+or+nand+nor | 71
muxes | 1
xor gates and xnor gates | 16
DFF | 27
adders and majority gates | 1
AOI/OAI and AO/OA | 18
-- final timing paths --
check,depth (start not counted),to,slack (ns)
setup / recovery,5,c[26]$_SDFF_PN0_,1.73
hold reg to reg,1,c[0]$_SDFF_PN0_,0.48
hold / removal,1,c[0]$_SDFF_PN0_,0.48
setup reg to reg,5,c[26]$_SDFF_PN0_,1.73
-- metal layers --
metal | GRT usage | wire (um) | vias to the layer above
met3 | 0.0133 | 126 | 2
li1 | - | - | 516
met5 | 0 | 0 | -
met1 | 0.0602 | 1230 | 452
met4 | 0.00580 | 14 | 0
met2 | 0.0707 | 1030 | 17
-- area by class of cell --
type | count | area, um2
sequential | 27 | 541
tap | 99 | 124
clock inverter | 1 | 5.00
inverter | 3 | 11.3
timing repair buffer | 2 | 17.5
multi-input combinational | 107 | 717
fill | 831 | 5840
clock buffer | 3 | 41.3
-- worst max-delay path: cells and delay by family (launching register included) --
family	cells	cell delay [ns]
AND-OR/OR-AND	1	0.08
AND/OR/NAND/NOR	3	1.11
adder cells (fa/ha/maj)	1	0.23
flip-flops	1	0.39
-- metrics by stage --
| step | utilization | total power, mW | hold WS, ns |
|---|---|---|---|
| 6_report | 0.200 | 0.470 | 0.476 |
| 4_1_cts | 0.200 | 0.476 | 0.478 |
| 5_1_grt | 0.200 | 0.489 | 0.508 |
| 3_3_place_gp | 0.193 | 0.305 | 0.448 |
| 3_5_place_dp | 0.193 | 0.305 | 0.456 |
| 2_1_floorplan | - | 0.305 | 0.430 |
Power and IR drop assume default switching activity.
