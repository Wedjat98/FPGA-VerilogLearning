===== design/flow/run.sh =====
#!/bin/bash
# OpenROAD 26Q1-2900-gdf79404cd8, Yosys 0.63+post, stock flow scripts
make -C /OpenROAD-flow-scripts/flow DESIGN_CONFIG=/design/flow/config.mk WORK_HOME=/design/flow/orfs finish

===== design/flow/config.mk =====
export PLATFORM = sky130hd
export DESIGN_NAME = seg7test
export DESIGN_NICKNAME = seg7test
export VERILOG_FILES = /design/flow/design.v
export SDC_FILE = /design/flow/constraint.sdc
export NUM_CORES = 4
export LEC_CHECK = 1
export CORE_AREA = 10 10 70 70
export DIE_AREA = 0 0 80 80

===== design/flow/constraint.sdc =====
current_design seg7test

set clk_period 1.0
set clk_io_pct 0.2

create_clock -name clk0 -period $clk_period

set non_clock_inputs [all_inputs -no_clocks]
set_input_delay [expr $clk_period * $clk_io_pct] -clock clk0 $non_clock_inputs
set_output_delay [expr $clk_period * $clk_io_pct] -clock clk0 [all_outputs]

===== design/flow/design.v =====
`timescale 1ns / 1ps
module seg7test(
	input wire[3:0] sw,
	input wire[3:0] ssw,
	output wire[6:0] seg,
	output wire dp,
	output wire[3:0] line
	);
	wire[6:0] code;
	assign seg = code;
	decoder7seg decoder0(.data(ssw),.code(code));
	assign line[3:0] = sw[3:0]^4'b1111;
	assign dp =1'b1;
endmodule
module decoder7seg( input wire [3:0] data, output wire [6:0] code);
	assign code =
		data==4'd0 ? 7'b1111110:
		data==4'd1 ? 7'b0110000:
		data==4'd2 ? 7'b1101101:
				     7'b1000111;
endmodule

==> impl_metrics.ini <==
; synthesis and place-and-route metrics
[drt]
drc = 0
wire_per_inst_um = 6.19
drtPass1Iterations = 1
dr.first_iter.drc_count = 0
antenna_left = 0
antennaDiodeCount = 0
vias_per_cell = 2.04
wirelength_um = 501
vias = 165

[worst_setup_path]
worstSetupPathType = in -> out
crit_path_start_kind = input pin
crit_fanout = 2
slowest_stage = or3_4
endpoint_kind = output pin
crit_buf_inv = 3
arrival_ns = 0.79
path_cells = buf_6 > or3_4 > inv_2 > buf_2
slowest_delay_ns = 0.38
path_delay_family = simple AND/OR/NAND/NOR gates
required_ns = 0.80

[grt]
grt_overflow = 0
grt_usage = 0.0125
grt_pass1_vias = 165
grt_pass1_wl_um = 710
antenna_found_initial = 0
grt_max_degree = 5

[min_path]
hold-path-endpoint = seg[0]
hold_path_depth = 3
min_from = ssw[2]
min_path_type = in -> out

[final_timing]
hold_viol = 0
timing.hold.ws_ns = 0.661
fin_crit_sh = 0.992
min_period_ns = 0.992
rsz0062_at_grt = true
slew_violations = 0
worst_slack_ns = 0.00806
finalSetupTns_ns = 0
setup_viol = 0
fmax_mhz = 1010

[run]
maxCapViolations = 0
log.warning_count = 33

[placed_design]
finalWeightedCongestion = 0.757
dp_slack_ns = -0.717
portBuffers = 19
dp_hpwl_um = 443
place_inst = 81

[final_layout]
n_sequential_cell = 0
nFillCells = 413
finalNonFillerCells = 81
drive_above_1_share = 0.571
clockBufferCount = 0
syn_to_final_growth_pct = 279
register_area_sq_um = 0

[synth]
yosysTopAreaCell = buf_4
ys_types = 11
synth_top_cell_by_count = inv_1
syn_area_sq_um = 85.1
ys_area_sq_um = 85.1
avgSynthCellArea_sq_um = 5.67
synthCells = 15
area_leaders = buf_4, inv_1, or3_4
xor_share = 0.103
synthSimpleGateAreaFrac = 0.368
mux_share = 0
compound_area_frac = 0.0882
yosys_warnings = 0
synthTopLogicFamily = buffers and inverters
yosys-top-cells-count = inv_1, buf_4
top_cell_area_share = 0.176
ys_seq_share = 0
adder_share = 0
yosys_cells = 15

[pwr]
power_w = 0.0000847
p_int_w = 0.0000560
combPwrFrac = 1.000
powerDensity_nw_per_um2 = 262
power_leakage_nw = 0.151
switching_share = 0.338
p_sw_w = 0.0000286
seqPwrFrac = 0
ir_drop_v = 0.0000300
p_clk_frac = 0

[cts]
ctsHoldBuffers = 0

[floorplan]
core-area_sq_um = 3420
fp_util = 0.0249
rows = 21
die_w_um = 80
chip_area_sq_um = 6400
num_io_pins = 20
die_h_um = 80

[run_status]
outcome = finished clean
power by group through the flow:
stage | clock network, W | logic, W | registers, W
4_1_cts | 0 | 0.0000839 | 0
5_1_grt | 0 | 0.0000946 | 0
6_report | 0 | 0.0000847 | 0
layout make-up:
class | instances | area [sq um] | share of cell area
inverter | 5 | 18.8 | 0.0581
timing repair buffer | 22 | 170 | 0.527
multi-input combinational | 8 | 76.3 | 0.236
tap | 46 | 57.6 | 0.178
cell families after synthesis:
family	after synthesis
AOI/OAI and AO/OA	1
xor gates and xnor gates	1
buffers and inverters	7
other	1
and+or+nand+nor	5
stage by stage:
stage | cell area (sq um) | util
6_report | 323 | 0.0945
5_1_grt | 323 | 0.0945
4_1_cts | 319 | 0.0934
3_5_place_dp | 340 | 0.0996
3_3_place_gp | 340 | 0.0996
2_1_floorplan | 85.1 | -
per-layer routing:
metal / global-route usage / vias up / part of all wire
met3: 0.00909 / 0 / 0.27
li1: - / 81 / -
met1: 0.0165 / 67 / 0.44
met2: 0.0169 / 17 / 0.29
met5: 0 / - / 0
met4: 0 / 0 / 0
repair_timing:
action,4_1_cts,5_1_grt
gates resized,51,3
endpoints found under the setup margin,11,4
hold endpoints to repair,0,0
buffers inserted,0,0
pin swaps,3,2
worst min-delay path: cells and delay by family:
family	cells	cell delay (ns)
and+or+nand+nor	1	0.11
buffers and inverters	2	0.15
how the worst max path moves through the flow:
stage,cells after the start,to,startpoint,slack [ns]
after CTS,4,seg[4],ssw[2],0.004
after global routing,4,seg[4],ssw[3],-0.007
final,4,seg[4],ssw[3],0.008
layout by cell type, fill, tap and decap left out, drive strengths merged:
cell type and count:
nand2 1, nor3 1, nor2 1, clkdlybuf4s15 1, nand3b 1, clkdlybuf4s50 1, a211oi 1, inv 5
conb 1, dlygate4sd2 6, clkbuf 1, buf 13, xor2 1, or3 1
No activity file was given, so power comes from the tool's default toggle rates.
